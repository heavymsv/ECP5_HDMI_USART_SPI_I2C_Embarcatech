--- flow/run.sh ---
#!/bin/bash
# OpenROAD 26Q1-2900-gdf79404cd8, Yosys 0.63+post, stock flow scripts
make -C /OpenROAD-flow-scripts/flow DESIGN_CONFIG=/design/flow/config.mk WORK_HOME=/design/flow/orfs finish
--- flow/config.mk ---
export PLATFORM = sky130hd
export DESIGN_NAME = i2c_byte_engine
export DESIGN_NICKNAME = i2c_byte_engine
export VERILOG_FILES = /design/flow/design.v
export SDC_FILE = /design/flow/constraint.sdc
export NUM_CORES = 4
export LEC_CHECK = 1
export CORE_UTILIZATION = 30
--- flow/design.v ---
module i2c_byte_engine #(
    parameter CLK_HZ = 25000000,
    parameter I2C_HZ = 100000
)(
    input  wire clk,
    input  wire rst_n,
    inout  wire sda,
    inout  wire scl,
    input  wire op_start_stb,
    input  wire op_stop_stb,
    input  wire op_write_stb,
    input  wire op_read_stb,
    input  wire [7:0] wr_data,
    input  wire       rd_send_nack,  
    output reg        busy,
    output reg        done,
    output reg  [7:0] rd_data,
    output reg        wr_ack  
);
    reg sda_oen, scl_oen;
    assign sda = sda_oen ? 1'bz : 1'b0;
    assign scl = scl_oen ? 1'bz : 1'b0;
    wire sda_in = sda;
    localparam DIV = (CLK_HZ/(I2C_HZ*4));
    reg [31:0] divc;
    reg tick;
    always @(posedge clk or negedge rst_n) begin
        if(!rst_n) begin divc<=0; tick<=0; end
        else begin
            if(divc==DIV-1) begin divc<=0; tick<=1; end
            else begin divc<=divc+1; tick<=0; end
        end
    end
    localparam S_IDLE  = 4'd0,
               S_START0= 4'd1, S_START1=4'd2, S_START2=4'd3,
               S_WB0   = 4'd4, S_WB1=4'd5, S_WB2=4'd6, S_WB3=4'd7, S_WACK=4'd8,
               S_RB0   = 4'd9, S_RB1=4'd10,S_RB2=4'd11,S_RB3=4'd12,S_RACK=4'd13,
               S_STOP0 = 4'd14, S_STOP1=4'd15;
    reg [3:0] st;
    reg [1:0] phase;           
    reg [7:0] sh;
    reg [2:0] bitn;
    always @(posedge clk or negedge rst_n) begin
        if(!rst_n) begin
            sda_oen<=1; scl_oen<=1; busy<=0; done<=0; wr_ack<=1;
            rd_data<=8'h00; st<=S_IDLE; phase<=0; bitn<=0; sh<=8'h00;
        end else begin
            done <= 1'b0;  
            case(st)
            S_IDLE: begin
                busy   <= 1'b0;
                sda_oen<=1; scl_oen<=1;
                if(op_start_stb) begin busy<=1; st<=S_START0; phase<=0; end
                else if(op_stop_stb) begin busy<=1; st<=S_STOP0; phase<=0; end
                else if(op_write_stb) begin busy<=1; st<=S_WB0; phase<=0; sh<=wr_data; bitn<=3'd7; end
                else if(op_read_stb)  begin busy<=1; st<=S_RB0; phase<=0; bitn<=3'd7; rd_data<=8'h00; end
            end
            S_START0: if(tick) begin scl_oen<=1; sda_oen<=1; st<=S_START1; end
            S_START1: if(tick) begin sda_oen<=0; st<=S_START2; end
            S_START2: if(tick) begin scl_oen<=0; st<=S_IDLE; done<=1; end
            S_WB0: if(tick) begin  
                sda_oen <= sh[bitn] ? 1'b1 : 1'b0; st<=S_WB1;
            end
            S_WB1: if(tick) begin st<=S_WB2; end  
            S_WB2: if(tick) begin  
                scl_oen<=1; st<=S_WB3;
            end
            S_WB3: if(tick) begin  
                scl_oen<=0;
                if(bitn==0) begin st<=S_WACK; sda_oen<=1; end
                else begin bitn<=bitn-1; st<=S_WB0; end
            end
            S_WACK: if(tick) begin
                case(phase)
                    2'd0: begin phase<=2'd1; end
                    2'd1: begin phase<=2'd2; end
                    2'd2: begin scl_oen<=1; wr_ack<=sda_in; phase<=2'd3; end
                    2'd3: begin scl_oen<=0; phase<=0; st<=S_IDLE; done<=1; end
                endcase
            end
            S_RB0: if(tick) begin  
                sda_oen<=1; st<=S_RB1;
            end
            S_RB1: if(tick) begin st<=S_RB2; end  
            S_RB2: if(tick) begin  
                scl_oen<=1; rd_data[bitn] <= sda_in; st<=S_RB3;
            end
            S_RB3: if(tick) begin  
                scl_oen<=0;
                if(bitn==0) begin st<=S_RACK; phase<=0; end
                else begin bitn<=bitn-1; st<=S_RB0; end
            end
            S_RACK: if(tick) begin
                case(phase)
                    2'd0: begin  
                        sda_oen <= rd_send_nack ? 1'b1 : 1'b0;
                        phase   <= 2'd1;
                    end
                    2'd1: begin phase<=2'd2; end
                    2'd2: begin  
                        scl_oen<=1; phase<=2'd3;
                    end
                    2'd3: begin  
                        scl_oen<=0; sda_oen<=1; phase<=0; st<=S_IDLE; done<=1;
                    end
                endcase
            end
            S_STOP0: if(tick) begin sda_oen<=0; scl_oen<=0; st<=S_STOP1; end
            S_STOP1: if(tick) begin scl_oen<=1; sda_oen<=1; st<=S_IDLE; done<=1; end
            default: st<=S_IDLE;
            endcase
        end
    end
endmodule
--- flow/constraint.sdc ---
current_design i2c_byte_engine

set clk_period 6.8
set clk_io_pct 0.2

create_clock -name clk0 -period $clk_period [get_ports {clk}]

set non_clock_inputs [all_inputs -no_clocks]
set_input_delay [expr $clk_period * $clk_io_pct] -clock clk0 $non_clock_inputs
set_output_delay [expr $clk_period * $clk_io_pct] -clock clk0 [all_outputs]
==> commit_impl_results.txt <==
Record implementation results from latest flow run

- Looking at the reg2reg group, the worst path ends at bitn[0].
* Number of buffers inserted by post-CTS setup repair: 0
- The worst setup path is of the input pin to flip-flop kind.
- DP HPWL: 3830 µm
- STA classifies the critical path endpoint as a flip-flop.
* Total of endpoints with negative setup slack in the final report: 0
- Dividing the final minimum period by the clock period gives 0.420.
- Cell class contributing the biggest share of worst-path delay: AND-OR/OR-AND gates
- Cell area reported after detailed placement: 3470 µm²
- Fp util: 0.309
- Mean number of vias per cell: 4.83
* Placement Rows: 37
- Area of the core: roughly 10000 µm²
- Gates resized during post-CTS repair numbered 0.
- Number of endpoints with negative hold slack in the final report: 0
- For this run, the slowest stage of the critical path takes 570 ps.
- Fin Clk Skew: 7.74 ps
* Global-route wire length before repair: 10600 µm
- Max-Slew Margin vs Limit: 0.532
- Arrival time reported for the critical path endpoint: 3050 ps
* Registers, synthesis: 67
- Clock H-tree levels: 3
- Setup repair after global routing left no endpoint under its margin.
- The tree is rooted in a sky130_fd_sc_hd__clkbuf_8.
- Area delta synth->final: 16.1%
* Worst-skew pair later-pin latency: 340 ps
* PD cells: 215 nW/µm²
- Avg WL per Cell: roughly 13 µm
- Core utilization of the finished layout: 0.359
- Number of warnings issued by yosys: 3
* Max-cap violations: 0
* Number of cells in Yosys stat: 297
- In this run the tools logged warnings totalling 38.
- The layout stage reports a final design area of 3690 µm².
* Share of the synthesized area in the top cell type: 0.504
* Hold WC Path Type: flip-flop to flip-flop
* Cell Area, Synth: roughly 3200 µm²
- For reference, the clock transition at the flip-flops on the worst setup and hold paths is about 70 ps.
- The number of antenna violations at the first check in global routing came to 0.
- Hold slack: around 440 ps
- Synthesis handed over a netlist of 297 instances.
- Final GP Congestion: around 0.81
- Count of hold buffers inserted by post-cts repair: 0
- OpenSTA, run right after detailed placement, puts the worst setup slack at 3580 ps.
* Final total negative setup slack: 0 ps
* Total gr overflow: 0
- The worst setup path is launched from an input pin.
* Clk sinks: 67
- The highest supply drop recorded on VDD is between 0.09 and 0.1 mV.
* Fraction of synthesis flops using an asynchronous set or reset pin: 1.00
* Primary FF master, synth: sky130_fd_sc_hd__dfrtp_1
* First-pass DRT Iterations: 4
- Largest area contributor in the synthesized netlist: sky130_fd_sc_hd__dfrtp_1
- Antenna diode instance count: 0
- Entering global routing, the biggest net connects roughly 54 pins.
* Number of port buffers: 16
- Slew of the pin with the lowest slew margin: ~700 ps
- Filler cells: roughly 1000
* Synth cell types: 46
- Startpoint of the lowest-slack hold path: wr_ack
* ANT nets after route: 0
- Dividing the synthesized area by the synthesized cell count gives 10.7 µm².
- The slowest stage of the critical path is the sky130_fd_sc_hd__or4b_1 cell.
* Result of the run: complete, no violations
* Total die size: 11000 µm²
- Of the cells placed in the final design, the portion with a size suffix greater than 1 is 0.102.
- I/O pin total: 28
* Min-Delay Endpoint: wr_ack
- Via count of the first global-routing pass: 2171
- Final setup slack of the worst path: 3940 ps
- Total clock buffers created by CTS: 9
* Clock tree from TritonCTS: built
* Number of enable flip-flop cells: 0
- Final Routed Wirelength: 5840 µm
- Worst Hold Path Cells: 2
- The signal on the critical path passes through clkdlybuf4s50_1 > or4b_1 > a211oi_2 > a21boi_0.
- Initial DRC Count: 128
- Tot GR Track Use: 0.121
* Number of cells on the worst reg-to-reg path: 4
* Worst reg2reg path startpoint: tick
* Required arrival time at the worst endpoint: roughly 7000 ps
- For this run, design rule violations remaining after detail routing come to 0.
- Chip area line of the yosys report: ~3200 µm²
- Setup slack on the worst flop-to-flop path: 4790 ps
* Final Max-Slew Violation Tally: 0
* Leakage dissipation: 1.57 nW
- Max Fanout on Critical Path: 8
- The script reports the combined buffer and inverter count of the critical path as 1.
- Vertical die size: 105 µm
- Yosys attributes the largest share of cell area to sky130_fd_sc_hd__dfrtp_1 (50%), sky130_fd_sc_hd__xnor2_1 (6.1%), sky130_fd_sc_hd__nand2_1 (3.2%).
* Levels on crit path: 4
- Per the CTS log, the buffer count on the longest clock path is 2.
- For this run, the register share of the synthesized area comes to 0.529.
- Max frequency: 350 MHz
- Minimum clock period after layout: 2860 ps
* Vias post-DR: ~2200
- Die Width: 105 µm
## cells in the mapped netlist, types with 2 or more instances
cell type                  count
sky130_fd_sc_hd__a21boi_0      8
sky130_fd_sc_hd__a21oi_1       3
sky130_fd_sc_hd__a22o_1        4
sky130_fd_sc_hd__and3_1        3
sky130_fd_sc_hd__and4_1        3
sky130_fd_sc_hd__buf_4         2
sky130_fd_sc_hd__clkbuf_1      6
sky130_fd_sc_hd__dfrtp_1      64
sky130_fd_sc_hd__dfstp_2       3
sky130_fd_sc_hd__ha_1          7
sky130_fd_sc_hd__inv_1        15
sky130_fd_sc_hd__mux2_2        7
sky130_fd_sc_hd__nand2_1      27
sky130_fd_sc_hd__nand2b_1      2
sky130_fd_sc_hd__nand3_1      14
sky130_fd_sc_hd__nand3b_1      2
sky130_fd_sc_hd__nand4_1      13
sky130_fd_sc_hd__nand4_4       2
sky130_fd_sc_hd__nor2_1       23
sky130_fd_sc_hd__nor3_1        6
sky130_fd_sc_hd__nor4_1        8
sky130_fd_sc_hd__nor4_4        2
sky130_fd_sc_hd__nor4b_1       2
sky130_fd_sc_hd__o21ai_0      18
sky130_fd_sc_hd__o41ai_1       3
sky130_fd_sc_hd__or4_1         2
sky130_fd_sc_hd__xnor2_1      22
sky130_fd_sc_hd__xor2_1        8
## layer usage
metal,wire [µm],up-vias,global-route usage
met5,0,-,0
met4,46,0,0.0101
met3,221,5,0.0311
met2,2610,35,0.175
met1,2960,1076,0.194
li1,-,1097,-
## logic make-up (layout without fill, tap and decap cells)
family	Yosys count	in the layout	synth area share
AND-OR/OR-AND	47	47	0.100
XOR/XNOR	30	30	0.0826
adder cells (fa/ha/maj)	7	7	0.0275
buffers and inverters	24	48	0.0311
flip-flops	67	67	0.529
multiplexers	7	7	0.0248
other	1	2	0.00118
AND/OR/NAND/NOR	114	114	0.204
## how the worst max path moves through the flow
stage / from / endpoint
final: op_start_stb / rd_data[4]
after CTS: op_stop_stb / rd_data[0]
after global routing: op_start_stb / rd_data[0]
## per-stage QoR
stage	std cells	power, mW
6_report	458	0.793
5_1_grt	458	0.831
4_1_cts	458	0.805
3_5_place_dp	442	0.438
3_3_place_gp	442	0.438
2_1_floorplan	298	0.423
## worst min-delay path, stage by stage, from the launching register on
cell	delay (ps)
sky130_fd_sc_hd__dfstp_2	370
sky130_fd_sc_hd__inv_1	40
sky130_fd_sc_hd__a31oi_1	30
## power by group
| part | internal (mW) | switching, mW |
|---|---|---|
| registers | 0.401 | 0.00265 |
| logic | 0.00887 | 0.0178 |
| clock network | 0.217 | 0.146 |
## cells in the final DEF, fill, tap and decap left out, types with 2 or more instances in the layout
cell                              Yosys  routed
sky130_fd_sc_hd__nor2_1              23      23
sky130_fd_sc_hd__a21boi_0             8       8
sky130_fd_sc_hd__xnor2_1             22      22
sky130_fd_sc_hd__nand3b_1             2       2
sky130_fd_sc_hd__nor4_4               2       2
sky130_fd_sc_hd__dfrtp_1             64      64
sky130_fd_sc_hd__nand2_1             27      27
sky130_fd_sc_hd__a21oi_1              3       3
sky130_fd_sc_hd__clkbuf_1             6       2
sky130_fd_sc_hd__clkdlybuf4s50_1      0      15
sky130_fd_sc_hd__bufinv_16            0       2
sky130_fd_sc_hd__mux2_2               7       7
sky130_fd_sc_hd__xor2_1               8       8
sky130_fd_sc_hd__dfstp_2              3       3
sky130_fd_sc_hd__o21ai_0             18      18
sky130_fd_sc_hd__nand2b_1             2       2
sky130_fd_sc_hd__a22o_1               4       4
sky130_fd_sc_hd__and4_1               3       3
sky130_fd_sc_hd__inv_1               15      15
sky130_fd_sc_hd__o41ai_1              3       3
sky130_fd_sc_hd__clkbuf_8             0      10
sky130_fd_sc_hd__and3_1               3       3
sky130_fd_sc_hd__nor3_1               6       6
sky130_fd_sc_hd__nor4_1               8       8
sky130_fd_sc_hd__ha_1                 7       7
sky130_fd_sc_hd__nand3_1             14      14
sky130_fd_sc_hd__or4_1                2       2
sky130_fd_sc_hd__conb_1               1       2
sky130_fd_sc_hd__nand4_4              2       2
sky130_fd_sc_hd__nand4_1             13      13
sky130_fd_sc_hd__nor4b_1              2       2
## final cells by class
type,instances,area [µm²],area share
Clock buffer,12,145,0.0393
Multi-Input combinational cell,207,1400,0.380
Inverter,15,56.3,0.0152
Sequential cell,67,1680,0.455
Tap cell,136,170,0.0461
Clock inverter,4,73.8,0.0200
Timing Repair Buffer,17,163,0.0441
Power and IR drop assume default switching activity.
